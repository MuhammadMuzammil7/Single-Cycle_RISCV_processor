## /design/flow/config.mk

```make
export PLATFORM = sky130hd
export DESIGN_NAME = riscv
export DESIGN_NICKNAME = riscv
export VERILOG_FILES = /design/flow/design.v
export SDC_FILE = /design/flow/constraint.sdc
export NUM_CORES = 4
export LEC_CHECK = 1
export CORE_UTILIZATION = 40
```

## /design/flow/design.v

```verilog
module ALU(ALUResult, zero, ALUControl, SrcA, SrcB);
	output logic [31:0] ALUResult;
	output logic zero;
	input logic [2:0] ALUControl;
	input logic [31:0] SrcA, SrcB;
always_comb begin
	case(ALUControl)
		3'b000: ALUResult = SrcA + SrcB;	 
		3'b001: ALUResult = SrcA - SrcB;	 
		3'b011: ALUResult = SrcA | SrcB;	 
		default: ALUResult = 32'bx;
	endcase 
	if(ALUResult == 32'b0) 
		zero = 1'b1;
	else
		zero = 1'b0;
end
endmodule
module ALU_decoder(ALUControl, ALUOp, func3);
	output logic [2:0] ALUControl;
	input logic [1:0] ALUOp;
	input logic [2:0] func3;
always_comb begin
	case(ALUOp)
		2'b00: ALUControl = 3'b000;  
		2'b01: ALUControl = 3'b001;  
		2'b10: begin
			if(func3 == 3'b000)
				ALUControl = 3'b000;  
			else if(func3 == 3'b110)
				ALUControl = 3'b011;  
			else 
				ALUControl = 3'bxxx;
		end
		default: ALUControl = 3'bxxx;
	endcase
end
endmodule
module ALUmux(SrcB, read_data2, imm_data, ALUSrc);
	output logic [31:0] SrcB;
	input logic [31:0] read_data2, imm_data;
	input logic ALUSrc;
assign SrcB = ALUSrc ? imm_data : read_data2;
endmodule
module ImmExt(imm_data, instruction, ImmSrc);
	output logic [31:0] imm_data;
	input logic [31:0] instruction;
	input logic [1:0] ImmSrc;
always_comb begin
	case(ImmSrc)
		2'b00: imm_data = {{20{instruction[31]}}, instruction[31:20]};	
		2'b01: imm_data = {{20{instruction[31]}}, instruction[31:25], instruction[11:7]};		
		2'b10: imm_data = {{20{instruction[31]}}, instruction[7], instruction[30:25], instruction[11:8], 1'b0};	
		default: imm_data = 32'bx;
	endcase
end
endmodule
module PCmux(PCNext, PCPlus4, PCTarget, PCSrc);
	output logic [31:0] PCNext;
	input logic [31:0] PCPlus4, PCTarget;
	input logic PCSrc;
assign PCNext = PCSrc ? PCTarget : PCPlus4;
endmodule
module branch_adder(PCTarget, imm_data, PC);
	output logic [31:0] PCTarget;
	input logic [31:0] imm_data, PC;
assign PCTarget = imm_data + PC;
endmodule
module control_unit(PCSrc, ResultSrc, MemWrite, ALUSrc, ImmSrc, RegWrite, ALUControl, zero, Opcode, func3);
	output logic PCSrc, ResultSrc, MemWrite, ALUSrc, RegWrite;
	output logic [1:0] ImmSrc;
	output logic [2:0] ALUControl;
	input logic zero;
	input logic [6:0] Opcode;
	input logic [2:0] func3;
	logic Branch;
	logic [1:0] ALUOp;
main_decoder main_dec(
	.Branch(Branch),
	.ResultSrc(ResultSrc),
	.MemWrite(MemWrite),
	.ALUSrc(ALUSrc),
	.ImmSrc(ImmSrc),
	.RegWrite(RegWrite),
	.ALUOp(ALUOp),
	.Opcode(Opcode)
	);
ALU_decoder alu_dec(
	.ALUOp(ALUOp),
	.ALUControl(ALUControl),
	.func3(func3)
	);
assign PCSrc = Branch & zero;
endmodule
module data_memory(ReadData, mem_address, WriteData, MemWrite, clock);
	output logic [31:0] ReadData;
	input logic [31:0] mem_address  , WriteData;   
	input logic MemWrite, clock;
logic [7:0] memory [63:0];
integer i;
initial begin
	for(i=0; i<64; i=i+1) begin
		memory[i] = i;
	end
end
assign ReadData = {memory[mem_address+3], memory[mem_address+2], memory[mem_address+1], memory[mem_address+0]};
always @(posedge clock) begin
	if(MemWrite)
		{memory[mem_address+3], memory[mem_address+2], memory[mem_address+1], memory[mem_address+0]} <= WriteData;
end
endmodule
module instr_mem(instruction, instr_address);
	output logic [31:0] instruction;
	input logic [31:0] instr_address;
logic [7:0] memory [27:0];
initial begin
memory[0] = 8'b10010011;
memory[1] = 8'b00000100;
memory[2] = 8'b10010000;
memory[3] = 8'b00000000;
memory[4] = 8'b10010011;
memory[5] = 8'b00000010;
memory[6] = 8'b01010000;
memory[7] = 8'b00000000;
memory[8]  = 8'b00100011;
memory[9]  = 8'b10101110;
memory[10] = 8'b01010100;
memory[11] = 8'b11111110;
memory[12] = 8'b00000011;
memory[13] = 8'b10100011;
memory[14] = 8'b11000100;
memory[15] = 8'b11111111;
memory[16] = 8'b00100011;
memory[17] = 8'b10100100;
memory[18] = 8'b01100100;
memory[19] = 8'b00000000;
memory[20] = 8'b00110011;
memory[21] = 8'b11100010;
memory[22] = 8'b01100010;
memory[23] = 8'b00000000;
memory[24] = 8'b11100011;
memory[25] = 8'b00001010;
memory[26] = 8'b01000010;
memory[27] = 8'b11111110;
end
assign instruction = {memory[instr_address+3], memory[instr_address+2], memory[instr_address+1], memory[instr_address+0]};
endmodule
module main_decoder(RegWrite, ImmSrc, ALUSrc, MemWrite, ResultSrc, Branch, ALUOp, Opcode);
	output logic RegWrite, ALUSrc, MemWrite, ResultSrc, Branch;
	output logic [1:0] ImmSrc, ALUOp;
	input logic [6:0] Opcode;
	logic [8:0] controls;
assign {RegWrite, ImmSrc, ALUSrc, MemWrite, ResultSrc, Branch, ALUOp} = controls;
always_comb begin
	case(Opcode)
		7'b0000011: controls = 9'b1_00_1_0_1_0_00;
		7'b0100011: controls = 9'b0_01_1_1_x_0_00;
		7'b0110011: controls = 9'b1_xx_0_0_0_0_10;
		7'b1100011: controls = 9'b0_10_0_0_x_1_01;
		7'b0010011: controls = 9'b1_00_1_0_0_0_10;
		default: controls = 9'bx_xx_x_x_x_x_xx;
	endcase
end
endmodule
module pc(PC, PCNext, clock, reset);
	output logic [31:0] PC;
	input logic [31:0] PCNext;
	input logic clock, reset;
always_ff @(posedge clock) begin
	if(reset) 
		PC <= 32'b0;
	else
		PC <= PCNext;
end
endmodule
module pc_adder(PCPlus4, PC, pc_increment);
	output logic [31:0] PCPlus4;
	input logic [31:0] PC, pc_increment;
assign PCPlus4 = PC + pc_increment;
endmodule
module register_file(read_data1, read_data2, RS1, RS2, RD, write_data, RegWrite, clock);
	output logic [31:0] read_data1, read_data2;
	input logic [4:0] RS1, RS2, RD;
	input logic [31:0] write_data;
	input logic RegWrite, clock;
integer i;
logic [31:0] registers [31:0];
initial begin
	for (i=0; i<32; i=i+1) begin
		registers[i] = i;
	end
end
assign read_data1 = (RS1 == 5'b00000) ? 32'b0 : registers[RS1];	 
assign read_data2 = (RS2 == 5'b00000) ? 32'b0 : registers[RS2];	 
always @(posedge clock) begin
	if(RegWrite)
		registers[RD] <= write_data;
end
endmodule
module result_mux(Result, ALUResult, ReadData, ResultSrc);
	output logic [31:0] Result;
	input logic [31:0] ALUResult, ReadData;
	input logic ResultSrc;
assign Result = ResultSrc ? ReadData : ALUResult;
endmodule
module riscv (PCSrc, ResultSrc, MemWrite, ALUControl, ALUSrc, ImmSrc, RegWrite, Result, clock, reset);
    output logic [31:0] Result;  
    output logic PCSrc, ResultSrc, MemWrite, ALUSrc, RegWrite;
    output logic [2:0] ALUControl;
    output logic [1:0] ImmSrc;
    input logic clock, reset;
    logic [31:0] PCNext, PC;               
    logic [31:0] PCPlus4;                  
    logic [31:0] instruction;              
    logic [31:0] imm_data;                 
    logic [31:0] PCTarget;                 
    logic [6:0]  Opcode;                   
    logic [2:0]  func3;                    
    logic [6:0]  func7;                    
    logic [4:0]  RS1, RS2, RD;             
    logic [31:0] read_data1, read_data2;   
    logic [31:0] SrcB;                     
    logic        zero;                     
    logic [31:0] ALUResult;                
    logic [31:0] ReadData;                 
    PCmux PCM(
        .PCNext(PCNext),
        .PCPlus4(PCPlus4),
        .PCTarget(PCTarget),
        .PCSrc(PCSrc)
    );
    pc PC_reg(
        .PC(PC),
        .PCNext(PCNext),
        .clock(clock),
        .reset(reset)
    );
    localparam [31:0] pc_increment = 32'd4;
    pc_adder PCA(
        .PCPlus4(PCPlus4),
        .PC(PC),
        .pc_increment(pc_increment)
    );
    instr_mem IM(
        .instruction(instruction),
        .instr_address(PC)
    );
    control_unit CU(
        .PCSrc(PCSrc),
        .ResultSrc(ResultSrc),
        .MemWrite(MemWrite),
        .ALUSrc(ALUSrc),
        .ImmSrc(ImmSrc),
        .RegWrite(RegWrite),
        .ALUControl(ALUControl),
        .zero(zero),
        .Opcode(Opcode),
        .func3(func3)
    );
    register_file RF(
        .read_data1(read_data1),
        .read_data2(read_data2),
        .RS1(RS1),
        .RS2(RS2),
        .RD(RD),
        .write_data(Result),
        .RegWrite(RegWrite),
        .clock(clock)
    );
    ImmExt IE(
        .imm_data(imm_data),
        .instruction(instruction),
        .ImmSrc(ImmSrc)
    );
    ALUmux ALU_MUX(
        .SrcB(SrcB),
        .read_data2(read_data2),
        .imm_data(imm_data),
        .ALUSrc(ALUSrc)
    );
    ALU ALU_main(
        .ALUResult(ALUResult),
        .zero(zero),
        .ALUControl(ALUControl),
        .SrcA(read_data1),
        .SrcB(SrcB)
    );
    data_memory DM(
        .ReadData(ReadData),
        .mem_address(ALUResult),
        .WriteData(read_data2),
        .MemWrite(MemWrite),
        .clock(clock)
    );
    result_mux RM(
        .Result(Result),
        .ALUResult(ALUResult),
        .ReadData(ReadData),
        .ResultSrc(ResultSrc)
    );
    branch_adder BA(
        .PCTarget(PCTarget),
        .imm_data(imm_data),
        .PC(PC)
    );
    assign func7  = instruction[31:25];
    assign RS2    = instruction[24:20];
    assign RS1    = instruction[19:15];
    assign func3  = instruction[14:12];
    assign RD     = instruction[11:7];
    assign Opcode = instruction[6:0];
endmodule
```

## /design/flow/constraint.sdc

```tcl
current_design riscv

set clk_period 166.1
set clk_io_pct 0.2

create_clock -name clk0 -period $clk_period [get_ports {clock}]

set non_clock_inputs [all_inputs -no_clocks]
set_input_delay [expr $clk_period * $clk_io_pct] -clock clk0 $non_clock_inputs
set_output_delay [expr $clk_period * $clk_io_pct] -clock clk0 [all_outputs]
```

## /design/flow/run.sh

```bash
#!/bin/bash
# OpenROAD 26Q1-2900-gdf79404cd8, Yosys 0.63+post, stock flow scripts
make -C /OpenROAD-flow-scripts/flow DESIGN_CONFIG=/design/flow/config.mk WORK_HOME=/design/flow/orfs finish
```

==> results.sh <==
# physical design summary
export IMPL_clock_insertion_delay_worst_skew_ns=0.92
export IMPL_postCtsSetupRepairBufs=0
export IMPL_cts_buffers_inserted=182
export IMPL_grt_setup_unrepaired="no"
export IMPL_cp_arrival_ns=15.48
export IMPL_top_register="RF.registers"
export IMPL_timing_final_setup_violations=0
export IMPL_die_h_microns=518
export IMPL_cts_root_buf="sky130_fd_sc_hd__clkbuf_16"
export IMPL_synthTopCellsByCount="2706 x sky130_fd_sc_hd__nand2_1, 1536 x sky130_fd_sc_hd__edfxtp_1, 1061 x sky130_fd_sc_hd__a21oi_1"
export IMPL_detail_route_wirelength_mm=624
export IMPL_routabilityCongestion=1.15
export IMPL_dr_total_vias=107000
export IMPL_cap_viol_max_count=2
export IMPL_grt_start_max_net_pins=105
export IMPL_finalCritPeriodShare=0.293
export IMPL_final_min_clock_period_ns=48.70
export IMPL_worstPathBufferInverterCount=12
export IMPL_antenna_violations_before_repair=61
export IMPL_drv_slew=7
export IMPL_top_area_cell="sky130_fd_sc_hd__edfxtp_1"
export IMPL_crit_path_top_delay_cell="sky130_fd_sc_hd__a2111oi_0"
export IMPL_cp_end_kind="output pin"
export IMPL_postPlaceCellArea_sq_um=113000
export IMPL_boundaryPins=44
export IMPL_clock_sinks=1549
export IMPL_coreArea_sq_um=265000
export IMPL_post_route_cells_drive_above_1_share=0.121
export IMPL_drt_pass1_iterations=25
export IMPL_critical_path_top_delay_family="buffers and inverters"
export IMPL_largest_register_ff_count=1024
export IMPL_timing_slew_headroom=-0.0143
export IMPL_clock_skews_ns=0.0721
export IMPL_netlist_cell_type_count=110
export IMPL_wl_met1_mm=203
export IMPL_detailroute_wirelength_met3_mm=101
export IMPL_drc=0
export IMPL_row_count=189
export IMPL_hold_buffers=0
export IMPL_fin_setup_tns_ns=0
export IMPL_critPathRequiredTime_ns=132.88
export IMPL_hold_path_class="reg2reg"
export IMPL_netlist_top_cell_by_instances="sky130_fd_sc_hd__nand2_1"
export IMPL_synth_avg_cell_area_sq_um=8.84
export IMPL_run_status="complete, but fails checks"
export IMPL_dieArea_sq_um=269000
export IMPL_mappedNetlistArea_sq_um=107000
export IMPL_tritoncts_clock_tree="done"
export IMPL_postSynthSeqShare=0.435
export IMPL_top_area_cell_share=0.432
export IMPL_grt_use_total=0.483
export IMPL_criticalPathCategory="reg2out"
export IMPL_dominantRegCellSynth="sky130_fd_sc_hd__edfxtp_1"
export IMPL_route_antenna_remaining_nets=0
export IMPL_critPathMaxFanout=79
export IMPL_detail_route_wl_per_cell_microns=40.2
export IMPL_synth_yosys_chip_area_sq_um=107000
export IMPL_synth_async_sr_flop_share=0
export IMPL_worst_path_largest_cell_delay_ns=1.26
export IMPL_worst_path_most_repeated_cell="sky130_fd_sc_hd__buf_4"
export IMPL_number_of_vias_per_cell_after_detailed_routing=6.92
export IMPL_worstMarginPinSlew_ns=1.52
export IMPL_clock_pin_transition_on_the_worst_setup_and_hold_timing_paths_ns=0.06
export IMPL_grt_pass1_wl_mm=846
export IMPL_drt_iter0_drc=13600
export IMPL_ctsHtreeMaxLevel=4
export IMPL_final_hold_violation_count=0
export IMPL_number_of_port_buffers=42
export IMPL_cts_resized=0
export IMPL_timing_fmax_mhz=20.5
export IMPL_enable_flop_cells=1536
export IMPL_syn_inst=12100
export IMPL_number_of_warnings_in_the_stage_logs=63
export IMPL_initial_core_util=0.402
export IMPL_die_x_microns=518
export IMPL_detailedPlacementHpwl_mm=425
export IMPL_top_layer_used="met5"
export IMPL_final_cell_area_sq_um=119000
export IMPL_violations_in_the_final_reports="max-capacitance violations, max-slew violations"
export IMPL_yosys_register_bits=1549
export IMPL_worst_setup_path_start_kind="register"
export IMPL_area_leaders="sky130_fd_sc_hd__edfxtp_1 43%, sky130_fd_sc_hd__nand2_1 9.5%, sky130_fd_sc_hd__mux2i_1 7.0%, sky130_fd_sc_hd__a21oi_1 5.0%, sky130_fd_sc_hd__nand3_1 4.9%"
export IMPL_synth_stat_cells=12100
export IMPL_grt_overflow_total=0
export IMPL_vias_in_the_first_global_route=102000
export IMPL_worst_case_clock_buffer_depth=4
export IMPL_wl_met2_mm=255
export IMPL_synth_warning_count=8
export IMPL_layout_area_overhead_vs_synth_pct=11.7
-- tightest hold or removal path, cell delays in order (launching register included) --
cell and delay [ns]:
sky130_fd_sc_hd__dfxtp_1 0.30, sky130_fd_sc_hd__buf_4 0.22, sky130_fd_sc_hd__mux2i_1 0.28, sky130_fd_sc_hd__nor2_1 0.07
-- final cells by class --
cell class / instances / area [sq um]
well taps: 3533 / 4420
diodes: 39 / 97.6
inverters: 74 / 288
fillers: 24600 / 146000
clock buffers: 224 / 4730
clock inverters: 103 / 1070
flip-flops and latches: 1549 / 46400
multi-input cells: 9302 / 56700
repair buffers: 692 / 5490
-- cells by family after synthesis --
group                    share of synthesized area
AND-OR/OR-AND                                0.174
XOR/XNOR                                   0.00757
adder cells (fa/ha/maj)                    0.00856
buffers and inverters                       0.0477
flip-flops                                   0.435
multiplexers                                 0.116
other                                    0.0000352
AND/OR/NAND/NOR                              0.211
-- through the flow --
stage	instances	util	worst slack, ns	hold WS [ns]
finish	15500	0.449	117.40	0.937
global route	15500	0.449	117.52	1.02
CTS	15500	0.449	118.25	0.958
detailed placement	15100	0.427	119.25	0.950
global placement	15100	0.427	119.05	0.926
floorplan	12100	-	122.39	0.838
-- per-layer routing --
layer  up-vias  global-route usage
li1      44300                   -
met1     51500               0.565
met2      8967               0.641
met3      2518               0.288
met4        72               0.382
met5         -              0.0343
-- placed cells by master, fill, tap and decap left out, drive strengths merged, types with 29 or more instances in the layout --
| cell | synthesis | layout |
|---|---|---|
| clkdlybuf4s50 | 0 | 42 |
| nand3 | 1047 | 1047 |
| nor2 | 883 | 883 |
| nand2 | 2707 | 2707 |
| a21o | 37 | 37 |
| ha | 69 | 69 |
| edfxtp | 1536 | 1536 |
| buf | 337 | 650 |
| clkinv | 3 | 74 |
| o21ai | 301 | 301 |
| clkbuf | 799 | 224 |
| a32oi | 63 | 63 |
| a211oi | 491 | 491 |
| nand4 | 59 | 59 |
| inv | 71 | 79 |
| or3 | 42 | 42 |
| o221ai | 35 | 35 |
| a21oi | 1063 | 1063 |
| mux2 | 155 | 155 |
| mux2i | 751 | 751 |
| nor3 | 69 | 69 |
| xnor2 | 49 | 49 |
| diode | 0 | 39 |
| nor2b | 34 | 34 |
| a31oi | 225 | 225 |
| a221oi | 32 | 32 |
| a22oi | 29 | 29 |
| mux4 | 136 | 136 |
| a311oi | 201 | 201 |
| and3 | 254 | 254 |
| a2111oi | 37 | 37 |
| o211ai | 42 | 42 |
| o22ai | 69 | 69 |
| xor2 | 41 | 41 |
-- path summary, 6_finish.rpt --
| kind | startpoint | endpoint | depth (start not counted) | slack, ns |
|---|---|---|---|---|
| worst max-delay path | PC_reg.PC[1] | Result[12] | 36 | 117.40 |
| worst min-delay path | PC_reg.PC[1] | PC_reg.PC[1] | 3 | 0.94 |
| worst max register to register | PC_reg.PC[1] | CU.main_dec.Opcode[5] | 39 | 151.58 |
| worst min register to register | PC_reg.PC[1] | PC_reg.PC[1] | 3 | 0.94 |
